**run.sh**
```bash
#!/bin/bash
# OpenROAD 26Q1-2900-gdf79404cd8, Yosys 0.63+post, stock flow scripts
make -C /OpenROAD-flow-scripts/flow DESIGN_CONFIG=/design/flow/config.mk WORK_HOME=/design/flow/orfs finish
```
**config.mk**
```make
export PLATFORM = sky130hd
export DESIGN_NAME = ExecutionStage
export DESIGN_NICKNAME = ExecutionStage
export VERILOG_FILES = /design/flow/design.v
export SDC_FILE = /design/flow/constraint.sdc
export NUM_CORES = 4
export LEC_CHECK = 1
export CORE_UTILIZATION = 50
```
**constraint.sdc**
```tcl
current_design ExecutionStage

set clk_period 76.9
set clk_io_pct 0.2

create_clock -name clk0 -period $clk_period

set non_clock_inputs [all_inputs -no_clocks]
set_input_delay [expr $clk_period * $clk_io_pct] -clock clk0 $non_clock_inputs
set_output_delay [expr $clk_period * $clk_io_pct] -clock clk0 [all_outputs]
```
**design.v**
```verilog
`timescale 1ns / 1ps
module ALU#(parameter ALUOPBITS = 3, REGBITS = 5, WIDTH = 32)(
	 input reset,
    input [WIDTH-1:0] arg1,
    input [WIDTH-1:0] arg2,
	 input [ALUOPBITS-1:0] aluop,
    output reg [WIDTH-1:0] result,
    output reg [REGBITS-1:0] PSRwrite
    );
	parameter ADD = 3'b000,
				 SUB = 3'b001,
				 OR  = 3'b010,
				 AND = 3'b011,
				 XOR = 3'b100,
				 NOT = 3'b101,
				 MULT= 3'b110,
				 CMP = 3'b111;
	wire [WIDTH:0] sum;
	assign sum = arg1 + arg2;
	wire Fadd;
	assign Fadd = (arg1[WIDTH-1] & arg2[WIDTH-1]) ^ sum[WIDTH-1];
	wire [WIDTH-1:0] diff;
	wire Z;
	assign diff = $signed(arg1) - $signed(arg2);
	assign Z = diff ? 1'b0 : 1'b1;
	wire Fsub;
	assign Fsub = (arg1[WIDTH-1] & ~arg2[WIDTH-1] & ~sum[WIDTH-1]) + (~arg1[WIDTH-1] & arg2[WIDTH-1] & sum[WIDTH-1]);
	wire L;
	assign L = (arg1 < arg2);
	wire N;
	assign N = ($signed(arg1) < $signed(arg2));
	always@(*)
	begin
		if(reset)
		begin
			PSRwrite = 5'b0;
			result = sum[WIDTH-1:0];
		end
		else
		begin
			case(aluop)
				ADD:  begin
						result = sum[WIDTH-1:0];
						PSRwrite = {sum[WIDTH],1'b0,Fadd,2'b00};
						end
				SUB:  begin
						result = diff;
						PSRwrite = {(~arg1[WIDTH-1] & arg2[WIDTH-1]),1'b0,Fsub,2'b00};
						end
				OR:  begin
						result = arg1 | arg2;
						PSRwrite = 5'b0;
						end
				AND:  begin
						result = arg1 & arg2;
						PSRwrite = 5'b0;
						end
				XOR:  begin
						result = arg1 ^ arg2;
						PSRwrite = 5'b0;
						end
				NOT:  begin
						result = ~arg1;
						PSRwrite = 5'b0;
						end
				MULT: begin
						result = ($signed(arg1) * $signed(arg2));
						PSRwrite = 5'b0;
						end
				CMP:  begin
						result = diff;
						PSRwrite = {1'b0,L,1'b0,Z,N};
						end
			default: begin
						result = sum[WIDTH-1:0];
						PSRwrite = 5'b0;
						end
			endcase
		end
	end
endmodule
`timescale 1ns / 1ps
module ExecutionStage#(parameter  OPBITS = 4, FUNCTBITS = 4, REGBITS = 5, IMMBITS = 18, ALUOPBITS = 3, WIDTH = 32)
		(input clk, reset, aluSrcb, shiftSrc, memSrc, regWriteEn, RaWriteEn, shiftType, RtSrcReg, wbPSR,wbSrc,
		input [REGBITS-1:0] Rs,Rt,Rdest,
		input [IMMBITS-1:0] immediate,
		input [WIDTH-1:0] returnAddr, PSRcondExt,
		input [ALUOPBITS-1:0] aluop, 
		input [WIDTH-1:0] memControllerData,
		output [WIDTH-1:0] immediateExt,
		output [REGBITS-1:0] PSRwrite,
		output [WIDTH-1:0] memAddr, memWriteData, RsData
		);
	wire [WIDTH-1:0] RtData, ALUMuxOUT, ShiftMuxOUT;
	wire [WIDTH-1:0] ShiftDataOUT, ALUDataOUT, Data_2_dataRAM, Data_2_RegFile, data_2_writeData, writeData;
	wire [REGBITS-1:0] RtReg, PSRsel, Rdest2;
	RegFile regfile(.clk(~clk), .regWriteEn(regWriteEn), .RaWriteEn(RaWriteEn), .Rs(Rs),	.Rt(RtReg),
						 .Rdest(Rdest2), .writeData(writeData), .RsData(RsData), .RtData(RtData));
	assign Rdest2 = RaWriteEn ? 5'd31 : Rdest;
	assign memWriteData = RtData;
	Mux #(.WIDTH(5)) RtSrcRegMUX(.d0(Rt), .d1(Rdest), .select(RtSrcReg), .out(RtReg));
	Mux RaWriteEnMUX(.d0(data_2_writeData), .d1(returnAddr), .select(RaWriteEn), .out(writeData));
	ALU alu(.reset(reset), .arg1(RsData), .arg2(ALUMuxOUT), .aluop(aluop), .result(ALUDataOUT), .PSRwrite(PSRwrite));
	Mux aluSrcbMUX(.d0(immediateExt), .d1(RtData), .select(aluSrcb), .out(ALUMuxOUT)); 
	Shifter shifter (.arg(RsData), .shiftamount(ShiftMuxOUT), .shiftType(shiftType), .result(ShiftDataOUT));
	Mux shiftSrcMUX(.d0(immediateExt), .d1(RtData), .select(shiftSrc), .out(ShiftMuxOUT));
	Mux memSrcMUX(.d0(ShiftDataOUT), .d1(ALUDataOUT), .select(memSrc), .out(Data_2_dataRAM)); 
	assign memAddr = Data_2_dataRAM;
	SignExtender SignExtend1(.data_in(immediate), .data_out(immediateExt));
	Mux wbSrcMUX(.d0(memControllerData), .d1(Data_2_dataRAM), .select(wbSrc), .out(Data_2_RegFile));
	Mux wbPSRMUX(.d0(Data_2_RegFile), .d1(PSRcondExt), .select(wbPSR), .out(data_2_writeData));
endmodule
`timescale 1ns / 1ps
module Mux#(parameter WIDTH = 32)(
		input[WIDTH-1:0] d0, d1,
		input select,
		output[WIDTH-1:0] out
    );
	assign out = select ? d1 : d0;		 
endmodule
`timescale 1ns / 1ps
module RegFile#(parameter REGBITS = 5, WIDTH = 32)(
		input clk, regWriteEn, RaWriteEn,  
		input[REGBITS-1:0] Rs,			 
		input[REGBITS-1:0] Rt,			 
		input[REGBITS-1:0] Rdest,		 
		input[WIDTH-1:0] writeData,    
		output [WIDTH-1:0] RsData,
		output [WIDTH-1:0] RtData
    );
	reg[WIDTH-1:0] RAM [(1<<REGBITS)-1:0];	 
	integer i;
	initial
		begin
			for (i = 31; i >= 0; i=i-1)
				RAM[i] = 32'd0;
		end
	always@(negedge clk)
	begin
		if(regWriteEn)
			RAM[Rdest] <= writeData;
		else if(RaWriteEn)
			RAM[Rdest] <= writeData;
	end
	assign RsData = Rs ? RAM[Rs] : 0;
	assign RtData = Rt ? RAM[Rt] : 0;
endmodule
`timescale 1ns / 1ps
module Shifter#(parameter WIDTH = 32)
					(input [WIDTH-1:0] arg, shiftamount,
					 input shiftType,
					 output reg [WIDTH-1:0] result);
	wire [WIDTH-1:0] shiftmag;
	assign shiftmag = (~shiftamount) + 1;
	always@(*)
	begin
		if(shiftType == 0)	 
		begin
			if($signed(shiftamount) >= 0)
				result = arg << shiftamount;
			else
				result = arg >> shiftmag;	
		end
		else if(shiftType)
		begin
			if($signed(shiftamount) >= 0)	 
				result = (arg <<< shiftamount);
			else
			begin
				result = $signed(arg) >>> shiftmag;
			end
		end
	end
endmodule
`timescale 1ns / 1ps
module SignExtender#(parameter IMMBITS = 18,WIDTH = 32)(input [IMMBITS-1:0] data_in,
						  output reg [WIDTH-1:0] data_out);
	always@(data_in)
	begin
		if(data_in[IMMBITS-1] == 1)
			data_out = {14'h3fff, data_in};
		else
			data_out = {14'h0, data_in};
	end
endmodule
```
==> run notes <==
Results of the flow run.

The die footprint stands at 0.1550 mm^2. Setup repair after global routing left no endpoint under its margin. Per the cell usage report, the commonest logic cells after layout are edfxtp_1, nand2_1, nor2_1.

On the critical path, the stage with the largest delay is an instance of buf_4. The routed design uses 138300 um of met2 wire. The sum of routed wire segments on met1 stands at 101400 um.

2048 endpoints have no timing constraint. The largest net degree at the start of global routing stands at 170. The cell count in the Yosys report stands at 6637.

In this run the static leakage power is 30.81 nW. STA classifies the critical path endpoint as a primary output. The final max-slew violation count recorded for this run is 0.

The first global-routing pass estimated 450800 um of wire. The routed length on met3 stands at 58890 um. Yosys mapped the design onto 102 distinct sky130hd cell types. The registers reported with the highest flop counts are regfile.RAM (1024). Of the total power, the share spent switching nets is 0.5992. The total number of vias stands at 58440. The number of max-capacitance violations reported stands at 0. The all-layer global routing usage stands at 0.4567.

The number of antenna violations at the first check in global routing stands at 10. The placer's final routability congestion estimate stands at 1.075. The power density over the cells stands at 43.58 mW/mm^2. Looking at hold timing, the worst path starts from aluop[0].

In this run, synthesis inferred 1024 flip-flops with an integrated enable. After routing, the total negative slack on setup checks comes to 0 ns. Synthesis produced a netlist whose cell count is 6637. The first detailed-routing pass ran for 6 iterations. The script extracted a net switching power of 2.169 mW. The standard cell core area stands at 0.1521 mm^2. The count of nets left with antenna violations once routing finished came out at 0. Routed signal wires occupy layers up through met5.

Per the final layout report, the fraction of cells sized above drive strength 1 comes to 0.1434. Per the synth stats, the flop cell with the highest instance count is edfxtp_1. The synthesis warning total stands at 4. The total number of placement rows stands at 143. Along the worst path, the maximum fanout reaches 86. The wire length per cell after detailed routing stands at 36.54 um.

The height of the die stands at 393.7 um. At the worst endpoint, the required time is 61.52 ns. The end-of-flow timing check tallies setup violations at 0.

Post-synthesis, Yosys gives the total cell area as 0.07671 mm^2. The global-route congestion overflow total stands at 0. Cell internal power was estimated by the tool at 1.451 mW. The minimum period implied by the final worst setup slack stands at 44.11 ns.

The number of global-route vias before repair came to 60550. The placed wire-length estimate stands at 234700 um. The cell resize tally after clock tree synthesis stands at 0. After clock tree synthesis, the flow added hold-fix buffers numbering 0.

The relative slew slack stands at 0.2811. At the floorplan stage, the core utilization is reported as 0.5044. The layout-stage area growth over the synthesis result stands at 8.261%. The post-placement cell area is 0.08304 mm^2. The share of async-settable or async-resettable flops after synthesis stands at 0. The register with the most flip-flops in the layout has 1024 of them. The post-synth register bit count is 1024. The number of placed I/O pins stands at 276. The number of OpenROAD warnings stands at 112. The area of the mapped netlist stands at 0.07671 mm^2. The number of remaining DRC errors stands at 0. Summed over all layers, the routed wires come to 321800 um. For this run, the register share of the synthesized area comes to 0.4008. In the finished design, the share of the clock period the worst path needs comes to 0.5736. The number of port buffers stands at 276. The worst voltage drop across the vdd grid stands at 0.1677 mV. Once layout is done, the placed cells without fillers occupy 0.08305 mm^2. The final hold violation count stands at 0. Derived from the worst setup path, the maximum achievable clock frequency is 22.67 MHz. The most critical setup path has its startpoint at RtSrcReg. Counting only logic cells after layout, the most numerous master is edfxtp_1. For the worst setup path, the data arrival time is 28.73 ns.

The number of register pins that no clock reaches stands at 1024. The run finished with clean final reports. The critical path in this run is classified as input pin to primary output.

Averaged over all synthesized cells, the footprint is 11.56 um^2. The routed via count divided by cell count stands at 6.635. The number of setup buffers added after CTS is 0.

Counting flops per register, the top entry is regfile.RAM. Measured along the x axis, the die boundary spans 393.7 um. The stage delay of the slowest cell on the critical path stands at 0.67 ns. STA classifies the critical path startpoint as an input pin. The worst hold path belongs to the class input pin to primary output. The pin slew with the least headroom to its limit stands at 1.078 ns. In this run, the number of DRC markers left after iteration 0 of detailed routing was 4916. The final-layout fill cell count stands at 12890.
-- synth_stat cells (all sizes together) (12+ instances only) --
cell type | number | area, um^2
a221o | 21 | 210.2
mux2i | 232 | 2330
a21boi | 16 | 120.1
o22ai | 58 | 362.9
fa | 410 | 8208
nand3 | 166 | 830.8
nand4 | 29 | 181.4
o31ai | 36 | 284.0
a21o | 48 | 360.4
xnor2 | 102 | 893.4
buf | 212 | 1212
nor2b | 34 | 212.7
o211ai | 29 | 217.7
clkinv | 13 | 48.80
o21bai | 13 | 97.59
edfxtp | 1024 | 30750
a221oi | 30 | 269.0
inv | 558 | 2095
ha | 248 | 3103
o31a | 12 | 105.1
mux2 | 37 | 420.4
nand2 | 778 | 2920
nor2 | 640 | 2407
a211oi | 25 | 187.7
o221ai | 27 | 242.7
nand2b | 56 | 350.3
and3 | 28 | 175.2
mux4 | 466 | 10500
a32o | 16 | 160.2
xor2 | 28 | 245.2
nor3 | 84 | 436.7
and2 | 45 | 281.5
a22oi | 59 | 442.9
a31oi | 63 | 400.4
a32oi | 25 | 219.0
o21ai | 216 | 1081
clkbuf | 263 | 987.2
nor4 | 17 | 127.6
or3 | 18 | 112.6
o21a | 23 | 172.7
a41oi | 12 | 105.1
a21oi | 256 | 1281
-- logic make-up (layout without fill, tap and decap cells) --
family / count (synthesis) / count (layout) / synth area share
other cells: 0 / 6 / 0
compound gates: 1098 / 1098 / 0.09612
flops: 1024 / 1024 / 0.4008
simple gates: 1938 / 1938 / 0.1091
xor+xnor: 138 / 138 / 0.01719
fa+ha+maj: 658 / 658 / 0.1474
buf+inv: 1046 / 1180 / 0.05661
mux: 735 / 735 / 0.1727
-- metrics by stage --
| stage | hold WS [ns] | power (mW) | util | std cells | worst slack [ns] |
|---|---|---|---|---|---|
| global placement | 31.63 | 3.560 | 0.5460 | 8801 | 32.95 |
| detailed placement | 31.63 | 3.527 | 0.5460 | 8801 | 32.88 |
| finish | 31.63 | 3.619 | 0.5461 | 8807 | 32.79 |
| global route | 31.68 | 3.854 | 0.5460 | 8802 | 32.22 |
| CTS | 31.63 | 3.553 | 0.5460 | 8801 | 32.83 |
| floorplan | 30.83 | 2.295 | - | 6637 | 35.96 |
-- final cells by class --
cell class              count  area [um^2]  share of cell area
multi-input cells        4567        42290              0.5093
repair buffers            609         5309             0.06392
well taps                2030         2540             0.03058
inverters                 571         2143             0.02581
diodes                      6        15.01           0.0001808
flip-flops and latches   1024        30750              0.3702
-- routing by layer --
layer	global-route usage	up-vias
met5	0.06281	-
met4	0.2242	31
met3	0.3206	901
met2	0.6159	4573
met1	0.5660	28500
li1	-	24430
-- worst max-delay path, delay by kind of cell --
kind	cells	cell delay, ns
adder cells (fa/ha/maj)	9	3.85
AND/OR/NAND/NOR	5	0.39
buffers and inverters	15	4.13
AND-OR/OR-AND	14	3.52
multiplexers	2	1.09
-- path summary, 6_finish.rpt --
check  slack (ns)  cells after the start           to
max         32.79                     45  memAddr[27]
min         31.63                      4  PSRwrite[4]
Power and IR drop assume default switching activity.
