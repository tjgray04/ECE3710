### ./constraint.sdc
current_design ProgramCounter

set clk_period 16.5
set clk_io_pct 0.2

create_clock -name clk0 -period $clk_period [get_ports {clk}]

set non_clock_inputs [all_inputs -no_clocks]
set_input_delay [expr $clk_period * $clk_io_pct] -clock clk0 $non_clock_inputs
set_output_delay [expr $clk_period * $clk_io_pct] -clock clk0 [all_outputs]
### ./config.mk
export PLATFORM = sky130hd
export DESIGN_NAME = ProgramCounter
export DESIGN_NICKNAME = ProgramCounter
export VERILOG_FILES = /design/flow/design.v
export SDC_FILE = /design/flow/constraint.sdc
export NUM_CORES = 4
export LEC_CHECK = 1
export CORE_UTILIZATION = 50
### ./design.v
`timescale 1ns / 1ps
module Mux#(parameter WIDTH = 32)(
		input[WIDTH-1:0] d0, d1,
		input select,
		output[WIDTH-1:0] out
    );
	assign out = select ? d1 : d0;		 
endmodule
`timescale 1ns / 1ps
module ProgramCounter#(parameter REGBITS = 5, WIDTH = 32)
							 (input clk, reset, branch, jump, jumpRA, PSRcond, PCEn,
							 input  [27:0] instruction,
							 input  [WIDTH-1:0] immediate, RsData,
							 output [WIDTH-1:0] returnAddr,
							 output reg [WIDTH-1:0] PC);
	wire [WIDTH-1:0] BranchImm, PC2, JumpImm, PC3, PC4, PC_Next;
	always@(posedge reset, posedge clk)
	begin
		if(reset)
			PC <= 0;
		else
			PC <= PC_Next;
	end
	assign returnAddr = PC + 1;
	assign BranchImm = returnAddr + $signed(immediate);
	assign JumpImm = {returnAddr[WIDTH-1:(WIDTH-REGBITS)+1], instruction};
	assign branchTrue = branch & PSRcond;
	Mux branchMux(.d0(returnAddr), .d1(BranchImm), .select(branchTrue), .out(PC2));
	Mux jumpMux(.d0(PC2), .d1(JumpImm), .select(jump), .out(PC3));
	Mux jumpRAMux(.d0(PC3), .d1(RsData), .select(jumpRA), .out(PC4));
	assign PC_Next = PCEn ? PC4 : PC;
endmodule
### ./run.sh
#!/bin/bash
# OpenROAD 26Q1-2900-gdf79404cd8, Yosys 0.63+post, stock flow scripts
make -C /OpenROAD-flow-scripts/flow DESIGN_CONFIG=/design/flow/config.mk WORK_HOME=/design/flow/orfs finish
==> run notes <==
From the run reports.

- The flow reports an fmax of 152 MHz.
- Looking at the max-slew report, the worst-margin pin has a slew of 0.876 ns.
- Per the power-grid run, VDD falls by no more than 0.0402 mV.
- The placement row count is 33.
- The CTS tree is built.
- The final route contains 4966 vias.
- The average instance area after synthesis is 7.68 µm².
- The synthesis stats list as the most numerous cell sky130_fd_sc_hd__nand2_1.
- The count of pins over their slew limit is 0.
- On the critical path the data arrives at 3.26 ns.
- The required time of the critical path is 13.20 ns.
- The pre-CTS worst setup slack reads 10.08 ns.
- The die footprint is 8930 µm².
- By count the netlist is led by sky130_fd_sc_hd__nand2_1 (58), sky130_fd_sc_hd__nor2_1 (51), sky130_fd_sc_hd__a21oi_1 (48), sky130_fd_sc_hd__ha_1 (39), sky130_fd_sc_hd__o21ai_0 (38).
- The die height is 94.5 µm.
- The insertion delay of the later-clocked pin in the worst-skew pair reads 0.29 ns.
- The type of the worst min-delay path reads flop to flop.
- The initial standard-cell utilization of the core is 0.518.
- The startpoint class of the critical path reads a flop.
- The worst relative slew slack is 0.415.
- The number of clock sinks reads 32.
- The number of port buffers reads 162.
- The final setup slack of the worst path reads 9.94 ns.
- Detailed placement ended at an HPWL of 11600 µm.
- For this run, the total global-route usage over all layers was measured as 0.354.
- After its last routability iteration, the placer logged a weighted congestion of 0.994.
- During I/O placement, the number of pins put on the boundary was 163.
- The via-per-instance ratio reads 6.12.
- The logs give a warning total of 33.
- The endpoint kind of the worst setup timing path is an output port.
- The maximum fanout along the worst path is 6.
- The register with the most flip-flops in the layout has 32 of them.
- The max capacitance violation total reads 0.
- The synthesized design contains 0 enable-type register cells.
- The flow ran to the end, and the final reports show no timing, DRC or antenna violations.
- The registers reported with the highest flop counts are PC (32).
- The synthesis stat section lists a flop and latch total of 32.
- The core area reads 8260 µm².
- Nets still carrying antenna violations after routing amount to 0.
- The number of antenna cells inserted reads 0.
- The number of gates resized after CTS is 0.
- The initial DRC count is 213.
- The final hold violation count reads 0.
- The fraction of synthesis flops using an asynchronous set or reset pin reads 1.00.
- The leakage power summed over all cells reads 2.48 nW.
- The first global-routing pass estimated 24100 µm of wire.
- The remaining routing DRC violations is 0.
- The register clock-pin slew on the reported worst setup and hold paths reads 0.07 ns.
- The number of detailed-routing iterations run before antenna repair is 5.
- Setup repair after global routing left no endpoint under its margin.
- In this run the cell area of the synthesized design comes to 4280 µm².
- The maximum number of pins on one net before global-route repair is 34.
- The number of distinct library cell variants in the gate-level netlist after synthesis is 68.
- The clock period could shrink to 6.56 ns.
- Of the available clock period, the critical path in the final layout requires 0.398.
- The area fraction of the largest cell type after synthesis is 0.187.
- The number of global-route vias before repair is 4865.
- By area the synthesized netlist is led by sky130_fd_sc_hd__dfrtp_1 (19%), sky130_fd_sc_hd__ha_1 (11%), sky130_fd_sc_hd__xnor2_1 (5.7%), sky130_fd_sc_hd__a21oi_1 (5.6%), sky130_fd_sc_hd__xor2_1 (5.5%).
- The number of hold buffers added after cts reads 0.
- The final routed wirelength across all metal layers is 15200 µm.
- The layout overhead on the synthesized area reads 41.0%.
- No sink is reached through more buffers than the 2 on the longest clock path.
- The most flop-heavy register is PC.
- The most common flop cell mapped by yosys is sky130_fd_sc_hd__dfrtp_1.
- The total power per unit cell area reads 71.4 nW/µm².
- Synthesis produced a netlist whose cell count is 557.
- The number of antenna violations at the first check in global routing is 0.
- The total overflow reported by the global router is 0.
- The number of buffers created by CTS reads 5.
- The number of warnings printed during yosys synthesis reads 2.
- For the final database, setup skew stands at 0.00391 ns.
- The root buffer cell is sky130_fd_sc_hd__clkbuf_8.
- The setup TNS reads 0 ns.
- The dominant cell type by area after synthesis reads sky130_fd_sc_hd__dfrtp_1.
- The fraction of layout cells with a size suffix above 1 reads 0.0510.
- The final total power is 0.431 mW.
- The total of fill cells in the finished design is 639.
- The horizontal die dimension reads 94.5 µm.
- Yosys stat counts 557 cells in the synthesized netlist.
- For this sky-water flow run, the detailed-routed wirelength per cell is reported as 18.7 µm.
- In the synthesis report, Yosys lists the chip area as 4280 µm².
- After clock tree synthesis, the setup repair step added 0 buffers.
- The portion of the post-synthesis area used by sequential elements reads 0.187.
- Endpoints with negative setup slack in the final report add up to 0.
- The start-to-end type of the worst setup path reads flop to output port.
- The number of H-tree levels is 2.
## final cells by class
cell class	instances	area, µm²	share of cell area
multi-input combinational	486	3280	0.544
timing repair buffer	170	1680	0.279
sequential	32	801	0.133
tap	105	131	0.0218
clock buffer	7	96.3	0.0160
inverter	11	41.3	0.00685
## power by group
part	internal, mW	total (mW)	switching [mW]
Clock	0.0372	0.0698	0.0326
Combinational	0.134	0.254	0.120
Sequential	0.0887	0.107	0.0181
Total	0.260	0.431	0.171
## cell families after synthesis
| family | synth area share |
|---|---|
| xor+xnor | 0.113 |
| buf+inv | 0.0459 |
| simple gates | 0.221 |
| mux | 0.00497 |
| fa+ha+maj | 0.119 |
| flops | 0.187 |
| compound gates | 0.309 |
## per-layer routing
layer  global-route usage  up-vias  share of wire
met5                    0        -              0
met4               0.0972        0          0.028
met3               0.0449       35          0.072
met2                0.579      210           0.47
met1                0.500     2328           0.43
li1                     -     2393              -
## critical path, stage by stage, from the launching register on
cell	delay, ns
sky130_fd_sc_hd__dfrtp_1	0.44
sky130_fd_sc_hd__ha_1	0.23
sky130_fd_sc_hd__and3_1	0.26
sky130_fd_sc_hd__nand4_1	0.28
sky130_fd_sc_hd__nor2_1	0.42
sky130_fd_sc_hd__nand3_1	0.18
sky130_fd_sc_hd__nor2_1	0.20
sky130_fd_sc_hd__nand2_1	0.09
sky130_fd_sc_hd__xnor2_1	0.33
sky130_fd_sc_hd__clkdlybuf4s50_1	0.54
## per-stage QoR
stage	hold slack, ns	cells	instance area [µm²]	utilization
2_1_floorplan	0.505	557	4280	-
3_3_place_gp	0.551	804	5940	0.719
3_5_place_dp	0.564	804	5940	0.719
4_1_cts	0.579	811	6030	0.730
5_1_grt	0.624	811	6030	0.730
6_report	0.578	811	6030	0.730
## cells in the final DEF, fill, tap and decap left out, types with 8 or more instances in the layout
cell,Yosys,final
sky130_fd_sc_hd__xor2_1,27,27
sky130_fd_sc_hd__o211ai_1,17,17
sky130_fd_sc_hd__nor3_1,8,8
sky130_fd_sc_hd__a31oi_1,12,12
sky130_fd_sc_hd__and3_1,8,8
sky130_fd_sc_hd__a21o_1,16,16
sky130_fd_sc_hd__a221o_1,10,10
sky130_fd_sc_hd__dfrtp_1,32,32
sky130_fd_sc_hd__clkdlybuf4s50_1,0,162
sky130_fd_sc_hd__ha_1,39,39
sky130_fd_sc_hd__buf_4,1,8
sky130_fd_sc_hd__nor2_1,51,51
sky130_fd_sc_hd__nand3_1,22,22
sky130_fd_sc_hd__nand4_1,12,12
sky130_fd_sc_hd__inv_1,10,10
sky130_fd_sc_hd__a21oi_1,48,48
sky130_fd_sc_hd__nand2_1,58,58
sky130_fd_sc_hd__xnor2_1,28,28
sky130_fd_sc_hd__o21ai_0,38,38
## worst paths after layout
check,slack [ns],end,depth (start not counted),start
worst max-delay path,9.94,returnAddr[30],9,PC[0]
worst min-delay path,0.58,PC[31],1,PC[31]
worst max register to register,12.03,PC[25],15,PC[2]
worst min register to register,0.58,PC[31],1,PC[31]
max in group asynchronous,12.75,PC[15],3,reset
min in group asynchronous,3.42,PC[31],3,reset
Power and IR drop assume default switching activity.
