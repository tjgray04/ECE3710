## flow/design.v

```verilog
`timescale 1ns / 1ps
module MemoryController#(parameter WIDTH = 32)
	(input writeEn,
	input [WIDTH-1:0] addressIN, CPUdata_IN,
	input [WIDTH-1:0] memData_IN,
	input [31:0] IOdata_IN,
	input	[6:0] vgaData_IN,
	output reg memData_wrEn, vgaData_wrEn, IOdata_wrEn,
	output reg [WIDTH-1:0] CPUdata_OUT, memData_OUT,
	output [13:0] addressOUT,
	output reg [7:0] IOdata_OUT,
	output reg [6:0] vgaData_OUT
    );
	wire [WIDTH-1:0] IO_Data, vgaData, memData;
	assign addressOUT = addressIN[13:0];
	always@(*)
		begin
			memData_wrEn = 0;
			vgaData_wrEn = 0;
			IOdata_wrEn = 0;
			memData_OUT = 0;
			vgaData_OUT = 0;
			IOdata_OUT = 0;
			case(addressIN[15:14])
				2'b00:	begin
							memData_wrEn = writeEn;
							CPUdata_OUT = memData_IN;
							memData_OUT = CPUdata_IN;
						end			
				2'b01:	begin
							vgaData_wrEn = writeEn;
							CPUdata_OUT = vgaData_IN;
							vgaData_OUT = CPUdata_IN[6:0];
						end
				2'b10:	begin
							IOdata_wrEn = writeEn;
							CPUdata_OUT = IOdata_IN;
							IOdata_OUT = CPUdata_IN[7:0];
						end
				default:	begin
								memData_wrEn = 0;
								vgaData_wrEn = 0;
								IOdata_wrEn = 0;
								CPUdata_OUT = 0;
								memData_OUT = 0;
								IOdata_OUT = 0;
								vgaData_OUT = 0;
							end
			endcase
		end
endmodule
```

## flow/config.mk

```make
export PLATFORM = sky130hd
export DESIGN_NAME = MemoryController
export DESIGN_NICKNAME = MemoryController
export VERILOG_FILES = /design/flow/design.v
export SDC_FILE = /design/flow/constraint.sdc
export NUM_CORES = 4
export LEC_CHECK = 1
export CORE_AREA = 10 10 97 97
export DIE_AREA = 0 0 107 107
```

## flow/run.sh

```bash
#!/bin/bash
# OpenROAD 26Q1-2900-gdf79404cd8, Yosys 0.63+post, stock flow scripts
make -C /OpenROAD-flow-scripts/flow DESIGN_CONFIG=/design/flow/config.mk WORK_HOME=/design/flow/orfs finish
```

## flow/constraint.sdc

```tcl
current_design MemoryController

set clk_period 4.5
set clk_io_pct 0.2

create_clock -name clk0 -period $clk_period

set non_clock_inputs [all_inputs -no_clocks]
set_input_delay [expr $clk_period * $clk_io_pct] -clock clk0 $non_clock_inputs
set_output_delay [expr $clk_period * $clk_io_pct] -clock clk0 [all_outputs]
```

==> run summary <==
# hold bufs at CTS - 0
Final Slew Violations - 0
Final TNS setup - 0 ps
Std cell rows - 31
Last weighted congestion value of the routability-driven placer - 0.7564
Worst hold path stage count - 0
Yosys cell types - 12
Total cells reported by yosys after synthesis - 143
Cell leakage power - 1.124 nW
Worst ir drop on vdd - 0.02216 mV
Area added between synthesis and finish - 177.8%
Number of design-rule violations left by the first detailed-router iteration - 47
Routed wirelength normalized by instance count - 15.89 um
Worst min-delay path class - in2out
Inserted Diodes - 0
Slew of the pin with the lowest slew margin - 776.3 ps
Setup repair after global routing missed its margin - false
Fraction of final layout cells sized beyond drive strength 1 - 1.629%
Syn Inst Count - 143
I/O Buffers - 188
Part of the total power dissipated in sequential elements - 0%
Setup bufs post-CTS - 0
Utilization after layout - 38.90%
Setup violators final - 0
Net switching share of the total power - 24.18%
Proportion of synthesized chip area in sequential cells - 0%
Global-route wire length before repair - 9356 um
Area enclosed by the die boundary - 11,450 sq um
Non-filler instance count after layout - 406
Rel. slew slack - 48.24%
Routed wire length - 6453 um
Core ar. - 7292 sq um
Post-Synthesis Cell Area - 1021 sq um
Total placed cells including tap cells - 406
Min Tclk post-route - 3585 ps
Flop count - 0
Syn_area_per_cell - 7.140 sq um
Number of gates resized after CTS - 0
Kind of end point of the critical path - output pin
Initial antenna violation count - 0
Placement-stage cell area - 2836 sq um
Total number of warnings across the stage logs - 48
Post-route cell area - 2836 sq um
Die width - 107 um
Status - completed
ANT nets after route - 0
PD cells - 77.64 nW/um^2
Final number of hold-violating endpoints - 0
Peak fanout along the critical path - 33
Startpoint of the tightest hold check path - addressIN[0]
Total congestion overflow after global routing - 0
Sort of element at the start of the critical path - input pin
I/O pin cnt - 232
Clk pwr share - 0%
Core Density at Floorplan - 14.00%
Launch point of the critical path - addressIN[14]
Via-to-Cell Ratio - 3.670
Total number of yosys warnings - 1
Vertical die dimension - 107 um
Post-layout period usage of the worst path - 79.67%
Combinational group share of total power - 100.0%
Psw - 0.05325 mW
DR vias - 1,490
Register cell area after layout - 0 sq um
Total cell area reported by yosys after synthesis - 1021 sq um
Worst path arrival time - 2690 ps
GRT Total Usage - 10.15%
Total internal power - 0.1670 mW
Tally of max-capacitance violations - 0
Remaining routing DRC violations - 0
First drt pass iteration count - 4
Endpoint with the worst hold slack - addressOUT[0]
Via count of the first global-routing pass - 1,529
Type of the worst setup path - in2out
Final-layout clock buffer total - 0
Number of fillers in the final layout - 748
Final hold slack - 1800 ps
Required time reported for the critical path endpoint - 3600 ps
Fmax - 278.9 MHz
Maximum number of pins on one net before global-route repair - 34
-- worst max path at each step --
stage / endpoint / slack, ps / cells past startpoint
4_1_cts: memData_OUT[21] / 870 / 4
5_1_grt: memData_OUT[30] / 740 / 4
6_report: memData_OUT[14] / 910 / 4
-- cells in the final DEF (no fill, tap or decap) --
cell	n
sky130_fd_sc_hd__nor2_4	1
sky130_fd_sc_hd__buf_2	1
sky130_fd_sc_hd__nor2_1	25
sky130_fd_sc_hd__buf_4	2
sky130_fd_sc_hd__clkdlybuf4s50_1	187
sky130_fd_sc_hd__o2bb2ai_1	7
sky130_fd_sc_hd__and2b_1	1
sky130_fd_sc_hd__mux2i_1	32
sky130_fd_sc_hd__nor2b_4	1
sky130_fd_sc_hd__and2_1	50
-- power by group through the flow --
stage	sequential [mW]	combinational [mW]	clock [mW]
after global routing	0	0.242	0
after CTS	0	0.226	0
final	0	0.220	0
-- stage by stage --
step	setup slack [ps]	power (mW)
6_report	914.7	0.2202
5_1_grt	735.2	0.2417
4_1_cts	866.3	0.2261
3_5_place_dp	864.4	0.2251
3_3_place_gp	862.1	0.2238
2_1_floorplan	2150	0.06116
-- cell type report --
| class | instances | area [sq um] | share of cell area [%] |
|---|---|---|---|
| multi-input cells | 117 | 820.8 | 28.94 |
| well taps | 99 | 123.9 | 4.367 |
| repair buffers | 190 | 1892 | 66.70 |
-- routing by layer --
metal  routed length [um]  GRT usage, %  part of all wire [%]
met4                    0        0.1934                     0
met2                 3442         19.58                    53
met5                    0             0                     0
met3                  607         3.214                   9.4
met1                 2402         11.07                    37
-- critical path, stage by stage --
cell,delay (ps)
sky130_fd_sc_hd__clkdlybuf4s50_1,580
sky130_fd_sc_hd__nor2_4,520
sky130_fd_sc_hd__and2_1,210
sky130_fd_sc_hd__clkdlybuf4s50_1,480
-- Yosys cell counts --
| cell type | instances | area share, % |
|---|---|---|
| sky130_fd_sc_hd__and2_1 | 50 | 31 |
| sky130_fd_sc_hd__buf_4 | 16 | 12 |
| sky130_fd_sc_hd__clkbuf_1 | 3 | 1.1 |
| sky130_fd_sc_hd__buf_6 | 3 | 3.3 |
| sky130_fd_sc_hd__buf_12 | 1 | 2.0 |
| sky130_fd_sc_hd__o2bb2ai_1 | 7 | 6.0 |
| sky130_fd_sc_hd__nor2b_4 | 1 | 1.3 |
| sky130_fd_sc_hd__nor2_1 | 25 | 9.2 |
| sky130_fd_sc_hd__nor2_4 | 1 | 1.1 |
| sky130_fd_sc_hd__mux2i_1 | 32 | 31 |
| sky130_fd_sc_hd__clkbuf_2 | 3 | 1.5 |
| sky130_fd_sc_hd__and2b_1 | 1 | 0.74 |
-- kinds of logic (layout without fill, tap and decap cells) --
group,count (synthesis),count (layout),share of synthesized area [%]
simple gates,78,78,43.01
mux,32,32,31.37
buf+inv,26,190,19.61
compound gates,7,7,6.005
No activity file was given, so power comes from the tool's default toggle rates.
